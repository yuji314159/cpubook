==> ./design.v <==
module cpu(
  input logic clk,
  input logic n_reset,
  output logic [3:0] addr,
  input logic [7:0] data,
  input logic [3:0] switch,
  output logic [3:0] led
);
  logic [3:0] a, next_a;
  logic [3:0] b, next_b;
  logic cf, next_cf;
  logic [3:0] ip, next_ip;
  logic [3:0] out, next_out;
  always_ff @(posedge clk) begin
    if (~n_reset) begin
      a <= '0;
      b <= '0;
      cf <= '0;
      ip <= '0;
      out <= '0;
    end else begin
      a <= next_a;
      b <= next_b;
      cf <= next_cf;
      ip <= next_ip;
      out <= next_out;
    end
  end
  logic [3:0] opecode, imm;
  assign opecode = data[7:4];
  assign imm = data[3:0];
  assign addr = ip;
  assign led = out;
  always_comb begin
    next_a = a;
    next_b = b;
    next_cf = 1'b0;
    next_ip = ip + 4'd1;
    next_out = out;
    unique case (opecode)
      4'b0000: {next_cf, next_a} = a + imm;      
      4'b0101: {next_cf, next_b} = b + imm;      
      4'b0011: next_a = imm;                     
      4'b0111: next_b = imm;                     
      4'b0001: next_a = b;                       
      4'b0100: next_b = a;                       
      4'b1111: next_ip = imm;                    
      4'b1110: next_ip = cf ? ip + 4'd1 : imm;   
      4'b0010: next_a = switch;                  
      4'b0110: next_b = switch;                  
      4'b1001: next_out = b;                     
      4'b1011: next_out = imm;                   
      default: ;                                 
    endcase
  end
endmodule
module mother_board(
  input logic clk,
  input logic n_reset,
  input logic [3:0] switch,
  output logic [3:0] led
);
  logic [3:0] addr;
  logic [7:0] data;
  cpu cpu(.clk, .n_reset, .addr, .data, .switch, .led);
  rom rom(.addr, .data);
endmodule
module prescaler #(parameter RATIO = 2) (
  input logic quick_clock,
  output logic slow_clock
);
  logic [31:0] counter, next_counter;
  logic inv;
  assign inv = (counter == (RATIO/2 - 1));
  assign next_counter = inv ? 32'd0 : counter + 32'd1;
  always_ff @(posedge quick_clock) counter <= next_counter;
  logic next_slow_clock;
  assign next_slow_clock = inv ? ~slow_clock : slow_clock;
  always_ff @(posedge quick_clock) slow_clock <= next_slow_clock;
endmodule
module rom(
  input logic [3:0] addr,
  output logic [7:0] data
);
  always_comb begin
    case (addr)
      4'b0000: data = 8'b0110_0000;  
      4'b0001: data = 8'b1001_0000;  
      4'b0010: data = 8'b0011_1101;  
      4'b0011: data = 8'b0000_0001;  
      4'b0100: data = 8'b1110_0011;  
      4'b0101: data = 8'b0101_0001;  
      4'b0110: data = 8'b1110_0001;  
      4'b0111: data = 8'b1011_0000;  
      4'b1000: data = 8'b1011_1111;  
      4'b1001: data = 8'b1111_0111;  
      default: data = 8'b0000_0000;
    endcase
  end
endmodule
module top(
  input logic pin_clock,
  input logic pin_n_reset,
  input logic [3:0] pin_switch,
  output logic [3:0] pin_led
);
  logic clk;
  prescaler #(.RATIO(100_000_000)) prescaler(.quick_clock(pin_clock), .slow_clock(clk));
  mother_board mother_board(.clk, .n_reset(pin_n_reset), .switch(pin_switch), .led(pin_led));
endmodule
==> ./run.sh <==
#!/bin/bash
# OpenROAD 26Q1-2900-gdf79404cd8, Yosys 0.63+post, stock flow scripts
make -C /OpenROAD-flow-scripts/flow DESIGN_CONFIG=/design/flow/config.mk WORK_HOME=/design/flow/orfs finish
==> ./config.mk <==
export PLATFORM = sky130hd
export DESIGN_NAME = top
export DESIGN_NICKNAME = top
export VERILOG_FILES = /design/flow/design.v
export SDC_FILE = /design/flow/constraint.sdc
export NUM_CORES = 4
export LEC_CHECK = 1
export CORE_UTILIZATION = 50
export SYNTH_HDL_FRONTEND = slang
==> ./constraint.sdc <==
current_design top

set clk_period 3.8
set clk_io_pct 0.2

create_clock -name clk0 -period $clk_period [get_ports {pin_clock}]

set non_clock_inputs [all_inputs -no_clocks]
set_input_delay [expr $clk_period * $clk_io_pct] -clock clk0 $non_clock_inputs
set_output_delay [expr $clk_period * $clk_io_pct] -clock clk0 [all_outputs]
==> flow_summary.ini <==
; implementation run metrics
[setup_path]
crit_path_end_kind = flop
endpoint = prescaler.slow_clock
crit-reg2reg-capture = prescaler.slow_clock
worstPathMaxFanout = 15
worst_ep_required_time_ns = 3.75
worst-endpoint-arrival_ns = 2.22
r2r_slack_ns = 1.54
crit_start = prescaler.counter[13]
start_kind = flop
worst_r2r_path_depth = 4
reg2reg_from = prescaler.counter[13]
worstSetupPathType = flop to flop

[synthesis]
synth_xor_xnor_area_share_pct = 10.3
total_cells_reported_by_yosys_after_synthesis = 333
count_of_flip_flops_with_a_built_in_enable_after_synthesis = 1
post_synth_mux_area_share_pct = 5.58
synth.top_cells.by_area = sky130_fd_sc_hd__dfxtp_1, sky130_fd_sc_hd__xor2_1, sky130_fd_sc_hd__ha_1
ys_sh_adder_pct = 6.23
number_of_different_library_cells_in_the_post_synthesis_netlist = 53
ys_async_sr_fraction_pct = 0
synth-warning-count = 0
synthesis.area_um2 = 3050
yosys_area_um2 = 3050
synthMostInstantiatedCell = sky130_fd_sc_hd__dfxtp_1
aoi_share_pct = 12.6
netlist_top_cells_count = sky130_fd_sc_hd__dfxtp_1, sky130_fd_sc_hd__nand2_1, sky130_fd_sc_hd__nor2_1
synthCells = 333
synth_sequential_area_ratio_pct = 38.4
post_synth_and_or_nand_nor_area_fraction_pct = 22.6
synth.top_cell.area_share_pct = 37.4
ys_top_logic_family = simple AND/OR/NAND/NOR gates
post_synthesis_average_cell_area_um2 = 9.16
post_synth_regs = 58
ys_dominant_reg_cell = sky130_fd_sc_hd__dfxtp_1
cell_taking_the_most_area_after_synthesis = sky130_fd_sc_hd__dfxtp_1

[placed_design]
placement.cell_area_um2 = 3170
detailedPlacementHpwl_um = 4190
port-buffer-count = 9
gp_congestion = 0.895
placement.setup.worst_slack_ns = 1.55

[final_timing]
endpoints_left_unconstrained = 29
unclocked_pins = 25
min_period_over_period_pct = 59.6
fin_ws_ns = 1.54
slew_viol_final = 0
setup_violations = 0
post-route-min-period_ns = 2.26
setup_tns_ns = 0
final-hold-violation-count = 0
fmaxAchievable_mhz = 442
skew_ns = 0.00814
unrepaired_setup_endpoints_after_global_routing = no
headroom_to_the_max_slew_limit_pct = 42.4
max_slew.worst_pin.slew_ns = 0.857

[global_route]
number_of_global_route_vias_before_repair = 2130
antenna_violations_before_repair = 0
grt_first_pass_wirelength_um = 9850
global_route.overflow_total = 0
grt_max_degree = 27
grt_util_all_layers_pct = 20.3

[flow_run]
max_cap_violations = 0
stage_log_warnings = 26

[pwr]
static-leakage-power_nw = 1.38
ir_drop_mv = 0.276
power.density_cell_area_nw_per_um2 = 212
post_layout_power_mw = 0.696

[clocking]
inserted_clock_buffers = 5
worst_skew_pair.late_latency_ns = 0.28
path_clk_slew_ns = 0.06
tritoncts = built
cts_hold_buf = 0
clk_root_buffer_cell = sky130_fd_sc_hd__clkbuf_8
ctsHtreeMaxLevel = 2
ctsLongestPathBuffers = 2
post_cts_resized = 0
post_cts.repair.setup_buffers = 0

[floorplanning]
die_w_um = 80.1
dieHeight_um = 80.1
floorplan.core_area_um2 = 5890
io_pins = 10
initial_core_util_pct = 51.8
fp-row-count = 28
die_area_um2 = 6420

[routing]
routed_via_density = 5.53
detail-route-antenna-nets = 0
dr.pass1.iters = 4
insertedDiodeCount = 0
vias = 2291
avgRoutedWirePerCell_um = 13.8
detail_route.wirelength_um = 5730
initialDrtViolationCount = 82
remaining_drcs = 0

[finish]
n_fill_cell = 542
design_area_um2 = 3290
syn2layout_area_growth_pct = 7.75
logic_area_um2 = 1750
drive_gt1_share_pct = 9.14
area.sequential_um2 = 1170

[worst_hold_path]
worstHoldPathType = flop to flop
worstHoldPathCells = 1

[outcome]
run_status = finished, final reports clean
[critical path, stage by stage, from the launching register on]
cell and delay [ns]:
sky130_fd_sc_hd__dfxtp_1 0.41, sky130_fd_sc_hd__nand4_2 0.17, sky130_fd_sc_hd__or4b_1 0.52, sky130_fd_sc_hd__or4_4 0.57, sky130_fd_sc_hd__nor2_8 0.28
[how the worst min path moves through the flow]
| stage | from | end |
|---|---|---|
| final | prescaler.counter[0] | prescaler.counter[0] |
| after global routing | prescaler.counter[0] | prescaler.counter[0] |
| after CTS | prescaler.counter[0] | prescaler.counter[0] |
[power breakdown]
| group | total, mW | leakage, nW | switching (mW) | internal (mW) |
|---|---|---|---|---|
| registers | 0.348 | 0.475 | 0 | 0.348 |
| clock network | 0.329 | 0.0585 | 0.115 | 0.214 |
| logic | 0.0197 | 0.842 | 0.00996 | 0.00971 |
| total | 0.696 | 1.38 | 0.125 | 0.571 |
[logic make-up after synthesis]
logic type,count (synthesis)
XOR/XNOR,36
flip-flops,58
multiplexers,14
AND/OR/NAND/NOR,124
AND-OR/OR-AND,59
adder cells (fa/ha/maj),14
buffers and inverters,28
[placed cells by master, fill, tap and decap left out, types with 5 or more instances in the layout]
master	synthesis	layout
sky130_fd_sc_hd__a211oi_1	6	6
sky130_fd_sc_hd__a21oi_1	17	17
sky130_fd_sc_hd__and3_1	7	7
sky130_fd_sc_hd__clkbuf_8	0	6
sky130_fd_sc_hd__clkdlybuf4s50_1	0	9
sky130_fd_sc_hd__dfxtp_1	57	57
sky130_fd_sc_hd__ha_1	12	12
sky130_fd_sc_hd__inv_1	17	17
sky130_fd_sc_hd__mux2i_1	8	8
sky130_fd_sc_hd__nand2_1	25	25
sky130_fd_sc_hd__nand3_1	16	16
sky130_fd_sc_hd__nand4_1	10	10
sky130_fd_sc_hd__nor2_1	22	22
sky130_fd_sc_hd__nor2_2	9	9
sky130_fd_sc_hd__nor3_1	6	6
sky130_fd_sc_hd__nor4_1	5	5
sky130_fd_sc_hd__o211ai_1	5	5
sky130_fd_sc_hd__o21ai_0	13	13
sky130_fd_sc_hd__xnor2_1	17	17
sky130_fd_sc_hd__xor2_1	19	19
[per-layer routing]
| metal | global-route usage (%) | wire (um) | share of wire (%) |
|---|---|---|---|
| met2 | 33.8 | 2680 | 47 |
| met5 | 0 | 0 | 0 |
| met3 | 2.88 | 161 | 2.8 |
| met1 | 29.7 | 2840 | 50 |
| met4 | 2.86 | 44 | 0.77 |
[flip-flops by register name (all words and copies together), names as in the netlist]
| name | count |
|---|---|
| prescaler.counter | 32 |
| mother_board.rom.data | 8 |
| mother_board.cpu.a | 4 |
| mother_board.cpu.addr | 4 |
| mother_board.cpu.b | 4 |
| mother_board.cpu.led | 4 |
| mother_board.cpu.cf | 1 |
| prescaler.slow_clock | 1 |
[through the flow]
step / utilization [%] / hold slack (ns) / cells
2_1_floorplan: - / 0.430 / 333
3_3_place_gp: 53.9 / 0.468 / 406
3_5_place_dp: 53.9 / 0.472 / 406
4_1_cts: 55.8 / 0.484 / 414
5_1_grt: 55.8 / 0.509 / 414
6_report: 55.8 / 0.479 / 414
[area by class of cell]
type / count / share of cell area (%)
flip-flops and latches: 58 / 35.6
multi-input cells: 247 / 53.3
clock buffers: 7 / 2.63
well taps: 75 / 2.85
clock inverters: 1 / 0.914
repair buffers: 9 / 2.74
inverters: 17 / 1.94
Power and IR drop assume default switching activity.
